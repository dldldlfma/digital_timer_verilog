==> /design/flow/design.v <==
`timescale 1ms/1ms
module digital_clock(
    input clk,
    input resetn,
    output reg [7:0] sec,
    output reg [7:0] minute,
    output reg [7:0] hour
);
always @(posedge clk, negedge resetn)
begin
    if(!resetn)
    begin
        sec <= 0;
        minute <= 0;
        hour <= 0;
    end
    else
    begin
        if(sec == 59)
        begin
            sec<=0;
            if(minute==59)
            begin
                minute<=0;
                if(hour == 23)
                begin
                    hour <=0;
                end
                else
                begin
                    hour <=hour + 1;
                end
            end
            else
            begin
                minute<=minute+1;
            end
        end
        else
        begin
           sec <= sec + 1;             
        end
    end
end
endmodule
==> /design/flow/run.sh <==
#!/bin/bash
# OpenROAD 26Q1-2900-gdf79404cd8, Yosys 0.63+post, stock flow scripts
make -C /OpenROAD-flow-scripts/flow DESIGN_CONFIG=/design/flow/config.mk WORK_HOME=/design/flow/orfs finish
==> /design/flow/config.mk <==
export PLATFORM = sky130hd
export DESIGN_NAME = digital_clock
export DESIGN_NICKNAME = digital_clock
export VERILOG_FILES = /design/flow/design.v
export SDC_FILE = /design/flow/constraint.sdc
export NUM_CORES = 4
export LEC_CHECK = 1
export CORE_AREA = 10 10 110 110
export DIE_AREA = 0 0 120 120
==> /design/flow/constraint.sdc <==
current_design digital_clock

set clk_period 2.2
set clk_io_pct 0.2

create_clock -name clk0 -period $clk_period [get_ports {clk}]

set non_clock_inputs [all_inputs -no_clocks]
set_input_delay [expr $clk_period * $clk_io_pct] -clock clk0 $non_clock_inputs
set_output_delay [expr $clk_period * $clk_io_pct] -clock clk0 [all_outputs]
==> node_exporter_impl.prom <==
# HELP chip_impl_metric Synthesis and place-and-route metrics
# TYPE chip_impl_metric gauge
chip_impl_info{name="cts-root-buf",value="sky130_fd_sc_hd__clkbuf_8"} 1
chip_impl_metric{name="numCtsBuffers",unit=""} 3
chip_impl_metric{name="antennaDiodeCount",unit=""} 0
chip_impl_info{name="dominantRegCellSynth",value="sky130_fd_sc_hd__dfrtp_1"} 1
chip_impl_metric{name="maximum_net_fanout_on_the_critical_path",unit=""} 10
chip_impl_metric{name="first_pass_iters",unit=""} 4
chip_impl_metric{name="rrSetupSlack",unit="ps"} 320
chip_impl_metric{name="area_growth_syn_to_layout",unit="%"} 40.7
chip_impl_metric{name="top_area_share",unit="%"} 52.2
chip_impl_metric{name="rows",unit=""} 36
chip_impl_info{name="hold_class",value="reg -> reg"} 1
chip_impl_metric{name="clock_tree.htree_level_count",unit=""} 1
chip_impl_info{name="timing_worst_setup_path_type",value="reg -> reg"} 1
chip_impl_info{name="synthTopCellsByArea",value="sky130_fd_sc_hd__dfrtp_1, sky130_fd_sc_hd__xnor2_1, sky130_fd_sc_hd__nand3_1"} 1
chip_impl_metric{name="yosys.cell_types.count",unit=""} 33
chip_impl_metric{name="synth_area",unit="sq mm"} 0.00115
chip_impl_info{name="end_kind",value="register"} 1
chip_impl_metric{name="vias_in_the_first_global_route",unit=""} 859
chip_impl_info{name="rsz_0062_raised_after_global_routing",value="no"} 1
chip_impl_metric{name="timing.slew.headroom",unit="%"} 77.0
chip_impl_info{name="yosys-top-cells-count",value="sky130_fd_sc_hd__dfrtp_1, sky130_fd_sc_hd__nand3_1, sky130_fd_sc_hd__nand2_1"} 1
chip_impl_info{name="status",value="complete, no violations"} 1
chip_impl_metric{name="globalplace.congestion",unit=""} 0.810
chip_impl_metric{name="syn_inst",unit=""} 106
chip_impl_metric{name="clock_insertion_delay_worst_skew",unit="ps"} 260
chip_impl_metric{name="finalMaxSlewViolations",unit=""} 0
chip_impl_info{name="tritoncts",value="done"} 1
chip_impl_metric{name="critical_path_required",unit="ps"} 2360
chip_impl_metric{name="grt_antenna_before_repair",unit=""} 0
chip_impl_metric{name="die-area",unit="sq mm"} 0.0144
chip_impl_metric{name="final-seq-area",unit="sq um"} 601
chip_impl_metric{name="num-fill-cells",unit=""} 1090
chip_impl_metric{name="aggregate_global_routing_overflow",unit=""} 0
chip_impl_metric{name="cts_setup_buffers",unit=""} 0
chip_impl_metric{name="layoutNonFillerInstCount",unit=""} 267
chip_impl_metric{name="finalSetupViolCount",unit=""} 0
chip_impl_info{name="worstReg2RegEnd",value="hour[5]$_DFFE_PN0P_"} 1
chip_impl_metric{name="i_o_buffers",unit=""} 25
chip_impl_metric{name="postSynthSeqShare",unit="%"} 52.2
chip_impl_metric{name="initCoreUtil",unit="%"} 11.8
chip_impl_metric{name="die_height",unit="microns"} 120
chip_impl_metric{name="total_number_of_clock_tree_sinks",unit=""} 24
chip_impl_metric{name="clock_skew",unit="ps"} 3.66
chip_impl_metric{name="drtIter0Drc",unit=""} 35
chip_impl_info{name="yosys.cell_count.top_type",value="sky130_fd_sc_hd__dfrtp_1"} 1
chip_impl_metric{name="drc_violation_count_after_routing",unit=""} 0
chip_impl_metric{name="maximum_number_of_pins_on_one_net_before_global_route_repair",unit=""} 25
chip_impl_info{name="hold_path_end",value="sec[0]$_DFF_PN0_"} 1
chip_impl_info{name="yosys.area.top_type",value="sky130_fd_sc_hd__dfrtp_1"} 1
chip_impl_metric{name="cts_resized",unit=""} 0
chip_impl_metric{name="post-route-period-util",unit="%"} 85.4
chip_impl_info{name="hold_path_startpoint",value="sec[0]$_DFF_PN0_"} 1
chip_impl_metric{name="ios",unit=""} 26
chip_impl_metric{name="detail_route.wl_per_cell",unit="microns"} 10.7
chip_impl_metric{name="setup-tns-final",unit="ps"} 0
chip_impl_metric{name="antenna_violating_nets_post_route",unit=""} 0
chip_impl_metric{name="ys_chip_area",unit="sq mm"} 0.00115
chip_impl_metric{name="worst_slew_pin_slew",unit="ps"} 345
chip_impl_metric{name="post_detail_place_hpwl",unit="mm"} 2.18
chip_impl_metric{name="vdd.ir_drop.worst",unit="V"} 0.000246
chip_impl_metric{name="grt_pass1_wl",unit="mm"} 4.90
chip_impl_metric{name="cap_violations",unit=""} 0
chip_impl_metric{name="hold-path-cell-count",unit=""} 1
chip_impl_metric{name="placed_cells",unit=""} 264
chip_impl_metric{name="clk_pin_slew_worst_paths",unit="ps"} 80
chip_impl_metric{name="p_leak",unit="uW"} 0.000668
chip_impl_metric{name="hold_violations",unit=""} 0
chip_impl_metric{name="layout_min_cycle_time",unit="ps"} 1880
chip_impl_info{name="worst_setup_path_start_kind",value="register"} 1
chip_impl_metric{name="synthArstFlopShare",unit="%"} 100
chip_impl_metric{name="floorplan.core_area",unit="sq mm"} 0.00977
chip_impl_metric{name="post_cts_hold_buffer_count",unit=""} 0
chip_impl_metric{name="cp.arrival",unit="ps"} 2030
chip_impl_metric{name="wl",unit="mm"} 2.85
chip_impl_metric{name="detailroute.via_count",unit=""} 888
chip_impl_metric{name="edff_count_synth",unit=""} 0
chip_impl_metric{name="max_clock_freq",unit="GHz"} 0.533
chip_impl_metric{name="ys_warn_count",unit=""} 1
chip_impl_metric{name="die_x",unit="microns"} 120
chip_impl_metric{name="drt-vias-per-instance",unit=""} 3.33
chip_impl_info{name="worst_r2r_startpoint",value="minute[0]$_DFFE_PN0N_"} 1
chip_impl_metric{name="yosysCellCount",unit=""} 106
chip_impl_metric{name="postSynthAreaPerCell",unit="sq um"} 10.9
chip_impl_metric{name="cts-root-to-sink-buffers",unit=""} 2
chip_impl_metric{name="power_per_cell_area",unit="mW/mm^2"} 439
chip_impl_metric{name="synth_flop_count",unit=""} 24
chip_impl_metric{name="rr_worst_depth",unit=""} 5
chip_impl_metric{name="drive_above_1_share",unit="%"} 9.70
chip_impl_metric{name="grt.total_usage",unit="%"} 4.16
chip_impl_metric{name="number_of_warnings_the_tools_reported",unit=""} 25
chip_impl_metric{name="multi_input_comb_area",unit="sq um"} 534
per-stage QoR:
step	power [uW]	setup WS [ps]	util (%)	hold WS (ps)	area, sq um
floorplan	450	385	-	144	1150
global placement	462	388	16.1	460	1580
detailed placement	462	355	16.1	479	1580
CTS	726	333	16.6	495	1620
global route	752	213	16.6	529	1620
finish	711	322	16.6	485	1620
per-layer routing:
layer | track usage [%] | wire length (microns) | part of all wire, % | vias to the layer above
met2 | 5.06 | 1080 | 38 | 21
met1 | 6.69 | 1520 | 53 | 422
met5 | 0 | 0 | 0 | -
li1 | - | - | - | 443
met3 | 1.81 | 228 | 8.0 | 2
met4 | 0.302 | 21 | 0.74 | 0
layout make-up:
class / count / share of cell area, %
multi-input cells: 78 / 33.0
clock buffers: 3 / 2.55
well taps: 133 / 10.3
inverters: 1 / 0.232
repair buffers: 28 / 16.8
flip-flops and latches: 24 / 37.1
sequential cells by signal, summed over array words and instances, names as in the netlist:
register  flops
minute        8
sec           8
hour          8
cell families after synthesis:
kind of cell | after synthesis | synth area share, %
AND-OR/OR-AND | 13 | 6.85
AND/OR/NAND/NOR | 49 | 26.1
flip-flops | 24 | 52.2
multiplexers | 2 | 1.85
adder cells (fa/ha/maj) | 3 | 3.26
buffers and inverters | 4 | 1.41
XOR/XNOR | 11 | 8.37
worst max-delay path by stage:
stage	from	end	slack, ps
4_1_cts	minute[0]$_DFFE_PN0N_	hour[5]$_DFFE_PN0P_	330
5_1_grt	minute[0]$_DFFE_PN0N_	hour[5]$_DFFE_PN0P_	210
6_report	minute[0]$_DFFE_PN0N_	hour[5]$_DFFE_PN0P_	320
placed cells by master, fill, tap and decap left out, types with 4 or more instances in the layout:
cell type | synthesis | final
sky130_fd_sc_hd__nand3_1 | 12 | 12
sky130_fd_sc_hd__xor2_1 | 4 | 4
sky130_fd_sc_hd__nand4_1 | 4 | 4
sky130_fd_sc_hd__o21ai_0 | 6 | 6
sky130_fd_sc_hd__xnor2_1 | 7 | 7
sky130_fd_sc_hd__dfrtp_1 | 24 | 24
sky130_fd_sc_hd__nand2_1 | 10 | 10
sky130_fd_sc_hd__nor2_1 | 6 | 6
sky130_fd_sc_hd__clkdlybuf4s50_1 | 0 | 25
power by group:
group / switching (uW) / internal (uW) / total (uW)
Sequential: 0 / 441 / 441
Clock: 136 / 122 / 259
Combinational: 8.58 / 2.73 / 11.3
Total: 145 / 566 / 711
critical path: stages, from the launching register on:
cell                      delay (ps)
sky130_fd_sc_hd__dfrtp_1         420
sky130_fd_sc_hd__ha_1            210
sky130_fd_sc_hd__and4_1          340
sky130_fd_sc_hd__nand4_4         220
sky130_fd_sc_hd__nor3_2          230
sky130_fd_sc_hd__mux2_2          340
No activity file was given, so power comes from the tool's default toggle rates.
