**/design/flow/config.mk**
```make
export PLATFORM = sky130hd
export DESIGN_NAME = seven_seg_timer
export DESIGN_NICKNAME = seven_seg_timer
export VERILOG_FILES = /design/flow/design.v
export SDC_FILE = /design/flow/constraint.sdc
export NUM_CORES = 4
export LEC_CHECK = 1
export CORE_UTILIZATION = 40
```
**/design/flow/constraint.sdc**
```tcl
current_design seven_seg_timer

set clk_period 4.8
set clk_io_pct 0.2

create_clock -name clk0 -period $clk_period [get_ports {clk}]

set non_clock_inputs [all_inputs -no_clocks]
set_input_delay [expr $clk_period * $clk_io_pct] -clock clk0 $non_clock_inputs
set_output_delay [expr $clk_period * $clk_io_pct] -clock clk0 [all_outputs]
```
**/design/flow/design.v**
```verilog
module seven_seg_mux (
    input  [3:0] val,
    output reg [7:0] seg_val
);
always @(val)
begin
    case (val)
        4'b0000 : seg_val = 7'h40;
        4'b0001 : seg_val = 7'h79;
        4'b0010 : seg_val = 7'h24;
        4'b0011 : seg_val = 7'h30;
        4'b0100 : seg_val = 7'h19;
        4'b0101 : seg_val = 7'h12;
        4'b0110 : seg_val = 7'h02;
        4'b0111 : seg_val = 7'h78;
        4'b1000 : seg_val = 7'h00;
        4'b1001 : seg_val = 7'h18;
        4'b1010 : seg_val = 7'h08;
        4'b1011 : seg_val = 7'h03;
        4'b1100 : seg_val = 7'h46;
        4'b1101 : seg_val = 7'h21;
        4'b1110 : seg_val = 7'h06;
        4'b1111 : seg_val = 7'h0E;
    endcase
end
endmodule
module seven_seg_timer(
    input clk,
    input resetn,
    output [7:0] sec0,
    output [7:0] sec1,
    output [7:0] min0,
    output [7:0] min1,
    output [7:0] hour0,
    output [7:0] hour1
);
reg [3:0] s_0;
reg [3:0] s_1;
reg [3:0] m_0;
reg [3:0] m_1;
reg [3:0] h_0;
reg [3:0] h_1;
seven_seg_mux u_s0(.val(s_0), .seg_val(sec0));
seven_seg_mux u_m0(.val(m_0), .seg_val(min0));
seven_seg_mux u_h0(.val(h_0), .seg_val(hour0));
seven_seg_mux u_s1(.val(s_1), .seg_val(sec1));
seven_seg_mux u_m1(.val(m_1), .seg_val(min1));
seven_seg_mux u_h1(.val(h_1), .seg_val(hour1));
always @(posedge clk, negedge resetn)
begin
    if(!resetn)
    begin
        s_0 <=0;
        s_1 <=0;
        m_0 <=0;
        m_1 <=0;
        h_0 <=0;
        h_1 <=0;
    end
    else
    begin
        if(s_0 == 9)
        begin
            s_0 <=0;
            if(s_1 == 5)
            begin
                s_1 <=0;
                if(m_0 == 9)
                begin
                    m_0 <=0;
                    if(m_1 == 5)
                    begin
                        m_1<=0;
                        if(h_1 < 2)
                        begin
                            if(h_0 == 9)
                            begin
                                h_0<=0;
                                h_1<=h_1+1;
                            end
                            else
                            begin
                                h_0<=h_0+1;
                            end
                        end
                        else if(h_1 ==2)
                        begin
                            if(h_0==3)
                            begin
                                h_0<=0;
                                h_1<=0;
                            end
                            else
                            begin
                                h_0<=h_0+1;
                            end
                        end
                    end
                    else
                    begin
                        m_1<=m_1+1;
                    end
                end
                else
                begin
                    m_0<=m_0+1;
                end
            end
            else
            begin
                s_1<=s_1+1;
            end
        end
        else
        begin
            s_0 <= s_0 +1;
        end
    end
end
endmodule
```
**/design/flow/run.sh**
```bash
#!/bin/bash
# OpenROAD 26Q1-2900-gdf79404cd8, Yosys 0.63+post, stock flow scripts
make -C /OpenROAD-flow-scripts/flow DESIGN_CONFIG=/design/flow/config.mk WORK_HOME=/design/flow/orfs finish
```
==> out/results.tsv <==
stage	metric	value	unit
job	stage-log warning count	50	
worst_setup_path	Critical Path AT	2.16	ns
pwr	worst vdd ir	190	uV
route	drt drc	0	
cts	worst skew pair latency	0.27	ns
placement	DP HPWL	3.85	mm
logic_synthesis	# Cells Yosys	330	
timing	Hold Violations, Final	0	
logic_synthesis	Yosys chip area	0.00255	mm^2
pwr	PD cells	127	mW/mm^2
floorplanning	IO Pins	50	
timing	final setup margin	1.68	ns
finish	Fillers	597	
timing	setup tns final	0	ns
worst_setup_path	Crit path required time	3.84	ns
cts	CTS tree	built	
logic_synthesis	syn avg cell area	7.73	um^2
pwr	leakage	1.21	nW
cts	htree depth	1	
route	Antenna Cells	0	
cts	clock-pin slew on the worst setup and hold paths	0.08	ns
outcome	status	finished, final reports clean	
timing	hold slack	0.624	ns
worst_setup_path	critical path launch point type	register	
timing	skew final	0.00648	ns
route	Initial DRC Count	122	
timing	final worst path period share	0.650	
placement	I/O Buffers	43	
placement	Setup Slack @ Placement	1.98	ns
worst_setup_path	worst setup path class	reg2out	
timing	Final Slew Violations	0	
route	WL per Instance	12.3	um
global_route	largest net degree at the start of global routing	25	
cts	clk sinks	24	
cts	clk buf depth	2	
min_path	worst hold path class	reg2reg	
timing	Worst-Margin Slew	0.622	ns
route	number of vias per cell	5.31	
global_route	initial antenna violation count	0	
logic_synthesis	Synth Seq Share	0.236	
worst_setup_path	maximum net fanout on the critical path	8	
cts	total CTS buffers	3	
timing	Final Critical Period	3.12	ns
placement	GPL Wtd Cong	0.803	
logic_synthesis	Yosys reg bits	24	
logic_synthesis	cell area after synthesis	0.00255	mm^2
global_route	first-pass GRT wire length	9.29	mm
timing	f_max	321	MHz
global_route	GRT overflow	0	
floorplanning	full die area	0.00670	mm^2
job	max-cap violation count	0	
floorplanning	Pre-Place Util	0.423	
cts	Clk Tree Root Cell	clkbuf_8	
floorplanning	die height	81.8	um
route	remaining antenna violation count	0	
worst_setup_path	reg2reg setup slack	2.49	ns
route	Total Routed Length	5.28	mm
logic_synthesis	Unique masters post-synth	47	
cts	Post CTS Setup Buffer Count	0	
worst_setup_path	CP endpoint kind	primary output	
finish	share of cells above drive strength 1	0.0393	
finish	synthesis-to-finish area growth	19.4	%
route	routed vias	2289	
cts	PostCTS Resize Cnt	0	
logic_synthesis	Synth warnings	2	
cts	hold_buf cts	0	
floorplanning	DIE WIDTH	81.8	um
timing	Rel. slew slack	0.585	
floorplanning	FP Rows	28	
global_route	number of global-route vias before repair	1997	
finish	most frequent cells in the layout	nor2_1 (43), clkdlybuf4s50_1 (43), o21ai_1 (37)	
route	Initial DRT Pass Iterations	4	
timing	# setup viols final	0	
global_route	gr usage total	0.175	
logic_synthesis	Post-Syn Instances	330	
floorplanning	core area	0.00603	mm^2
timing	unrepaired setup endpoints after global routing	no	
power by group:
group	switching, mW	internal (mW)	total (mW)
logic	0.00413	0.00125	0.00538
registers	0	0.202	0.202
clock network	0.0669	0.112	0.178
total	0.0710	0.315	0.386
cell usage after synthesis (all sizes together):
cell type | instances | area share
a22o | 8 | 0.027
o32a | 1 | 0.0039
a211oi | 1 | 0.0029
o41ai | 1 | 0.0034
nand3b | 6 | 0.019
mux2 | 3 | 0.013
clkbuf | 16 | 0.024
nand2b | 1 | 0.0025
and3b | 3 | 0.010
nor2b | 7 | 0.017
a32o | 2 | 0.0079
mux2i | 15 | 0.059
a31oi | 1 | 0.0025
nand2 | 23 | 0.034
or3b | 5 | 0.017
nand3 | 14 | 0.027
o22ai | 2 | 0.0049
or4 | 1 | 0.0044
nor2 | 43 | 0.063
xnor2 | 2 | 0.0069
buf | 11 | 0.026
and2 | 2 | 0.0049
a21oi | 22 | 0.043
o31ai | 6 | 0.018
o21ai | 43 | 0.084
nand4 | 2 | 0.0049
o211ai | 1 | 0.0029
nor3 | 4 | 0.012
ha | 31 | 0.15
a21boi | 1 | 0.0029
o221ai | 1 | 0.0034
o31a | 1 | 0.0034
conb | 1 | 0.0015
a31o | 1 | 0.0034
o2bb2ai | 1 | 0.0034
dfrtp | 24 | 0.24
a211o | 2 | 0.0069
inv | 18 | 0.026
o2111ai | 1 | 0.0034
nor4 | 2 | 0.011
cell type report:
cell class	instances	area (um^2)	area share
repair buffers	44	438	0.144
well taps	75	93.8	0.0308
inverters	18	67.6	0.0222
flip-flops and latches	24	601	0.197
multi-input cells	266	1770	0.583
clock buffers	3	41.3	0.0136
clock inverters	1	30.0	0.00986
flip-flops by register name, summed over array words and instances, names as in the netlist:
name  cells
s_1       4
s_0       4
h_0       4
m_0       4
m_1       4
h_1       4
path summary, 6_finish.rpt:
kind,startpoint,depth (start not counted),endpoint
min,h_0[0],1,h_0[0]
min reg2reg,h_0[0],1,h_0[0]
min in group asynchronous,resetn,2,m_1[3]
max in group asynchronous,resetn,2,s_0[3]
max,h_0[0],5,hour0[3]
max reg2reg,m_0[1],6,m_1[3]
metrics by stage:
stage,power [mW],cells,utilization,instance area (um^2)
2_1_floorplan,0.210,335,-,2570
3_3_place_gp,0.212,427,0.494,2970
3_5_place_dp,0.212,427,0.494,2970
4_1_cts,0.392,431,0.505,3050
5_1_grt,0.399,431,0.505,3050
6_report,0.386,431,0.505,3050
critical path: stages, from the launching register on:
cell	delay (ns)
dfrtp_1	0.48
inv_1	0.13
ha_1	0.39
o32a_1	0.36
o21ai_1	0.07
clkdlybuf4s50_1	0.47
cells by family (layout without fill, tap and decap cells):
| kind of cell | count (synthesis) | count (layout) | share of synthesized area |
|---|---|---|---|
| mux | 18 | 18 | 0.0721 |
| flops | 24 | 24 | 0.236 |
| simple gates | 113 | 113 | 0.228 |
| buf+inv | 45 | 66 | 0.0761 |
| compound gates | 96 | 96 | 0.228 |
| fa+ha+maj | 31 | 31 | 0.152 |
| other cells | 1 | 6 | 0.00147 |
| xor+xnor | 2 | 2 | 0.00687 |
layer usage:
layer  wire length, um  global-route usage  up-vias
met3               225              0.0192        5
met4                34              0.0158        0
met5                 0                   0        -
met2              2380               0.287       55
met1              2640               0.261     1025
li1                  -                   -     1204
Power and IR drop assume default switching activity.
